--- flow/design.v ---
`timescale 1ns / 1ps
module fsm(
    input rst,
    input clk,
    input confirm,
    input [3:0] passData,
    output enLeft,
    output enRight,
    output [3:0] dout
    );
reg [3:0] dout;
reg enLeft;
reg enRight;
reg [2:0] prvsState,nxtState;
parameter s0=3'b000,s1=3'b001,s2=3'b010,s3=3'b100,s4=3'b101,s5=3'b110,s6=3'b111;
	always @(posedge clk or negedge rst)
if(~rst) prvsState = s0;
else prvsState = nxtState;
	always @(prvsState or passData)
	case(prvsState)
	s0:nxtState=s1;
						s1:if(passData==4'b1001) nxtState=s4;
							else nxtState=s6;
						s2:nxtState=s0;
						s3:nxtState=s0;
						s4:nxtState=s5;
						s5:nxtState=s0;
						s6:nxtState=s6;
endcase
	always @(prvsState or passData)
	case(prvsState)
	s0:begin enLeft=0;enRight=0;dout=4'b0000;end
	s1:begin enLeft=0;enRight=0;dout=4'b0000;end
	s2:begin enLeft=0;enRight=0;dout=4'b0000;end
	s3:begin enLeft=0;enRight=0;dout=4'b0000;end
	s4:begin enLeft=0;enRight=0;dout=4'b0000;end
	s5:if(passData==4'b0000)begin enLeft=0;enRight=1;dout=4'b0000;end
	s5:if(passData==4'b0001)begin enLeft=1;enRight=1;dout=4'b0001;end
	s5:if(passData==4'b0010)begin enLeft=0;enRight=1;dout=4'b0010;end
	s5:if(passData==4'b0100)begin enLeft=0;enRight=1;dout=4'b0100;end
	s5:if(passData==4'b1000)begin enLeft=0;enRight=1;dout=4'b1000;end
	s5:if(passData==4'b1001)begin enLeft=1;enRight=0;dout=4'b1001;end
	s5:if(passData==4'b1010)begin enLeft=0;enRight=1;dout=4'b1010;end
	s5:if(passData==4'b1100)begin enLeft=0;enRight=1;dout=4'b1100;end
	s5:if(passData==4'b0110)begin enLeft=0;enRight=1;dout=4'b0110;end
	s5:if(passData==4'b0011)begin enLeft=1;enRight=1;dout=4'b0011;end
	s5:if(passData==4'b0111)begin enLeft=1;enRight=0;dout=4'b0111;end
	s5:if(passData==4'b1011)begin enLeft=1;enRight=0;dout=4'b1011;end
	s5:if(passData==4'b1110)begin enLeft=0;enRight=1;dout=4'b1110;end
	s5:if(passData==4'b1101)begin enLeft=1;enRight=0;dout=4'b1101;end
	s5:if(passData==4'b1111)begin enLeft=1;enRight=0;dout=4'b1111;end
	s6:begin enLeft=0;enRight=0;dout=4'b0000;end
endcase
endmodule
`timescale 1ns / 1ps
module register(
    input rst,
    input clk,
    input en,
    input [3:0] din,
    output [3:0] qout
    );
reg [3:0] qout;
always @(posedge clk)
if(en) qout <=din;
else begin qout[0]<=qout[1];qout[1]<=qout[2];qout[2]<=qout[3];qout[3]<=rst;end
endmodule
`timescale 1ns / 1ps
module system(
    input rst,
    input clk,
    input [3:0] din,
    input confirm,
    output [3:0] doutLeft,
    output [3:0] doutRight
    );
wire en1,en2;
wire [3:0] w;
fsm f1(.rst(rst),.clk(clk),.confirm(confirm),.passData(din),.enLeft(en1),.enRight(en2),.dout(w));
register rLeft(.rst(rst),.clk(clk),.en(en1),.din(w),.qout(doutLeft));
register rRight(.rst(rst),.clk(clk),.en(en2),.din(w),.qout(doutRight));
endmodule
--- flow/run.sh ---
#!/bin/bash
# OpenROAD 26Q1-2900-gdf79404cd8, Yosys 0.63+post, stock flow scripts
make -C /OpenROAD-flow-scripts/flow DESIGN_CONFIG=/design/flow/config.mk WORK_HOME=/design/flow/orfs finish
--- flow/config.mk ---
export PLATFORM = sky130hd
export DESIGN_NAME = system
export DESIGN_NICKNAME = system
export VERILOG_FILES = /design/flow/design.v
export SDC_FILE = /design/flow/constraint.sdc
export NUM_CORES = 4
export LEC_CHECK = 1
export CORE_AREA = 10 10 70 70
export DIE_AREA = 0 0 80 80
--- flow/constraint.sdc ---
current_design system

set clk_period 1.0
set clk_io_pct 0.2

create_clock -name clk0 -period $clk_period [get_ports {clk}]

set non_clock_inputs [all_inputs -no_clocks]
set_input_delay [expr $clk_period * $clk_io_pct] -clock clk0 $non_clock_inputs
set_output_delay [expr $clk_period * $clk_io_pct] -clock clk0 [all_outputs]
==> flow_summary.yaml <==
# physical design summary
floorplan:
  die-area_sq_um: 6400
  die_x_um: 80
  num_io_pins: 15
  core_sq_um: 3420
  die_h_um: 80
  initCoreUtil: 0.115
  rows: 21
synth:
  yosys_warnings: 2
  synth_cell_types: 12
  area_leaders: "dfxtp_1 (41%), dfrtp_1 (19%), dlxtn_1 (15%)"
  synth_top_cell_by_area: "dfxtp_1"
  ys_cells: 29
  syn_area_sq_um: 393
  yosys_area_sq_um: 393
  ys_seq_elements: 15
  top_area_frac: 0.408
  synth_area_per_cell_sq_um: 13.5
  netlist_instances: 29
route:
  dr.first_iter.drc_count: 0
  detail_route.first_pass.iterations: 1
  n_antenna_cell: 0
  routedWlPerCell_um: 7.65
  vias: 266
  drc: 0
  ant_nets: 0
  via_per_inst: 2.86
  routed_wl_um: 711
timing:
  setup_viol: 0
  unconstrained_endpoints: 7
  worst_pin_slew_ps: 252
  hold_slack_ps: 225
  clock_skew_ps: 7.49
  grt_setup_unrepaired: "no"
  fin_crit_ps: 960
  finalHoldViolations: 0
  finalCritPeriodShare: 0.960
  unclocked_pins: 4
  slew_viol_final: 0
  tns_ps: 0
  slew_headroom: 0.830
  max_freq_mhz: 1040
global_routing:
  track_usage: 0.0250
  grt_pass1_wl_um: 1260
  overflow: 0
  grt_max_degree: 7
  grt_pass1_vias: 288
  grt_antenna_before_repair: 0
cells_and_area:
  syn_to_final_growth_pct: 58.3
  fill_cells: 381
  lay_top_count: "clkdlybuf4s15_1"
  drive_above_1_share: 0.213
  lay_top_cells: "clkdlybuf4s15_1 (8), dfxtp_2 (6), nor2b_1 (5), clkdlybuf4s50_1 (5), dlxtn_1 (4)"
clock_tree:
  clockBufferDepth: 2
  cts_tree: "done"
  htreeDepth: 1
  clock_latency_ps: 260
  numCtsBuffers: 3
  post_cts_buffers: 0
  cts_root_buffer: "clkbuf_4"
  clkTransAtPathRegs_ps: 70
status:
  status: "finished clean"
power:
  ir_drop_uv: 334
  p_int_uw: 654
  power.density_nw_per_um2: 1290
  p_seq_frac: 0.576
  power_frac_comb: 0.065
  leakagePower_uw: 0.000264
  power.switching_uw: 151
  swShare: 0.188
  power_frac_clock: 0.359
critical_path:
  crit_path_cell_trace: "clkdlybuf4s15_1"
  crit_path_max_incr_delay_ps: 320
  cp.required_ps: 800
  critical_path_class: "flop to primary output"
  cp_top_family: "flip-flops"
  crit_path_end_kind: "primary output"
  crit_buf_inv: 1
  slowest_stage: "dfxtp_2"
  r2r_slack_ps: 450
  rr_worst_depth: 1
  crit_path_start_kind: "flop"
  r2r_start: "rRight.qout[3]"
  critPathArrivalTime_ps: 760
  r2r_end: "rRight.qout[2]"
  cp_max_fo: 2
job:
  warning_count: 26
  cap_violations: 0
placement:
  dpl.hpwl_um: 602
  gp_congestion: 0.693
  port_buffers: 13
worst_hold_path:
  hp-class: "primary input to async pin"
routing by layer:
metal | track usage | routed length [um] | up-vias
met5 | 0 | 0 | -
met4 | 0.00176 | 0 | 0
met3 | 0.0227 | 141 | 0
met2 | 0.0321 | 233 | 17
met1 | 0.0315 | 336 | 118
li1 | - | - | 131
worst max path at each step:
stage	cells after the start	to	startpoint	slack, ps
4_1_cts	1	doutLeft[0]	rLeft.qout[0]	5
5_1_grt	1	doutRight[3]	rRight.qout[3]	2
6_report	1	doutRight[3]	rRight.qout[3]	40
cell type report:
class	count	area, sq um	share of cell area
flip-flops and latches	15	303	0.487
repair buffers	14	138	0.221
multi-input cells	13	93.8	0.151
well taps	46	57.6	0.0926
clock buffers	4	26.3	0.0423
inverters	1	3.75	0.00604
stage by stage:
step / cells / cell area (sq um) / utilization / worst slack [ps] / total power (uW)
after floorplan: 29 / 393 / - / 509 / 473
after global placement: 89 / 588 / 0.172 / 25.2 / 531
after detailed placement: 89 / 588 / 0.172 / 18.2 / 531
after CTS: 93 / 619 / 0.181 / 5.07 / 826
after global routing: 93 / 622 / 0.182 / 2.49 / 850
final: 93 / 622 / 0.182 / 40.0 / 805
kinds of logic after synthesis:
family,after synthesis,synth area share
AND/OR/NAND/NOR,10,0.175
buffers and inverters,1,0.00954
AND-OR/OR-AND,2,0.0382
latches,4,0.153
multiplexers,1,0.0255
flip-flops,11,0.599
power by group through the flow:
stage / sequential, uW / combinational [uW] / clock (uW)
final: 464 / 52.4 / 289
after CTS: 463 / 53.1 / 309
after global routing: 465 / 58.3 / 326
synth_stat cells:
library cell	instances
dlxtn_1	4
a211oi_1	1
and3b_1	2
mux2i_1	1
dfrtp_1	3
nor2b_1	5
nor4b_1	1
nor2_1	1
or4_1	1
a21o_1	1
dfxtp_1	8
inv_1	1
sequential cells by signal (all words and copies together) (netlist names):
| signal | count |
|---|---|
| f1.enRight | 1 |
| f1.nxtState | 3 |
| f1.prvsState | 3 |
| rLeft.qout | 4 |
| rRight.qout | 4 |
repair_timing:
action / 4_1_cts / 5_1_grt
setup endpoints to repair: 8 / 2
resized: 20 / 2
hold buffers: 0 / 0
Power is estimated from default activity; no workload was simulated.
