===== run.sh =====
#!/bin/bash
# OpenROAD 26Q1-2900-gdf79404cd8, Yosys 0.63+post, stock flow scripts
make -C /OpenROAD-flow-scripts/flow DESIGN_CONFIG=/design/flow/config.mk WORK_HOME=/design/flow/orfs finish

===== config.mk =====
export PLATFORM = sky130hd
export DESIGN_NAME = decoder4to16
export DESIGN_NICKNAME = decoder4to16
export VERILOG_FILES = /design/flow/design.v
export SDC_FILE = /design/flow/constraint.sdc
export NUM_CORES = 4
export LEC_CHECK = 1
export CORE_AREA = 10 10 70 70
export DIE_AREA = 0 0 80 80

===== constraint.sdc =====
current_design decoder4to16

set clk_period 1.0
set clk_io_pct 0.2

create_clock -name clk0 -period $clk_period

set non_clock_inputs [all_inputs -no_clocks]
set_input_delay [expr $clk_period * $clk_io_pct] -clock clk0 $non_clock_inputs
set_output_delay [expr $clk_period * $clk_io_pct] -clock clk0 [all_outputs]

===== design.v =====
`timescale 1ns / 1ps
module decoder4to16(
    input a,
    input b,
    input c,
    input d,
    output o0,
    output o1,
    output o2,
    output o3,
    output o4,
    output o5,
    output o6,
    output o7,
    output o8,
    output o9,
    output oA,
    output oB,
    output oC,
    output oD,
    output oE,
    output oF
    );
assign o0 = (~a)&(~b)&(~c)&(~d);
assign o1 = (~a)&(~b)&(~c)& d ;
assign o2 = (~a)&(~b)& c &(~d);
assign o3 = (~a)&(~b)& c & d ;
assign o4 = (~a)& b &(~c)&(~d);
assign o5 = (~a)& b &(~c)& d ;
assign o6 = (~a)& b & c &(~d);
assign o7 = (~a)& b & c & d ;
assign o8 =  a &(~b)&(~c)&(~d);
assign o9 =  a &(~b)&(~c)& d ;
assign oA =  a &(~b)& c &(~d);
assign oB =  a &(~b)& c & d ;
assign oC =  a & b &(~c)&(~d);
assign oD =  a & b &(~c)& d ;
assign oE =  a & b & c &(~d);
assign oF =  a & b & c & d ;
endmodule

==> flow_metrics.tcl <==
# implementation run metrics
set metrics [dict create \
    status "finished, violations left" \
    violations "setup timing" \
    slew-limit-headroom_pct 87.3 \
    openroad.warnings 34 \
    final-hold-violation-count 0 \
    yosys_warning_count 0 \
    die-height_um 80 \
    drc 0 \
    yosys.area_share.adder_pct 0 \
    report.final.slew_viol_count 0 \
    ios 20 \
    post-route-util_pct 18.9 \
    static-leakage-power_nw 0.315 \
    yosysTopAreaCell "sky130_fd_sc_hd__nor4b_4" \
    grt_start_max_net_pins 9 \
    hold_path.class "in2out" \
    gpl.final_weighted_congestion 0.630 \
    post_synth_most_frequent_cells "4 x sky130_fd_sc_hd__and4b_1, 4 x sky130_fd_sc_hd__and4bb_1, 4 x sky130_fd_sc_hd__buf_6, 4 x sky130_fd_sc_hd__nor4b_4, 2 x sky130_fd_sc_hd__and4bb_2" \
    synth_xor_xnor_area_share_pct 0 \
    unrepaired_setup_endpoints_after_global_routing "yes" \
    ys_seq_share_pct 0 \
    p_total_w 0.000212 \
    hpwl_um 735 \
    drv_cap 0 \
    min_period_ns 1.13 \
    ys_sh_aoi_pct 0 \
    core_util_at_fp_pct 8.10 \
    first_pass_iters 3 \
    drt_iter0_markers 10 \
    antenna_found_initial 0 \
    count_of_unique_library_cells_instantiated_by_yosys 7 \
    crit_path_end_kind "primary output" \
    ys_chip_area_um2 277 \
    mux_share_pct 0 \
    synth.area.top_cells "sky130_fd_sc_hd__nor4b_4 34%, sky130_fd_sc_hd__and4bb_1 18%, sky130_fd_sc_hd__buf_6 16%" \
    setup.worst_path.class "in2out" \
    num_antenna_cells 0 \
    holdWs_ns 0.777 \
    top_area_cell_type_share_of_the_netlist_area_pct 34.4 \
    final.setup.worst_slack_ns -0.130 \
    final_antenna_net_count 0 \
    required_ns 0.80 \
    globalRoute.totalOverflow 0 \
    max_slew.worst_pin.slew_ns 0.190 \
    drt_wl_total_um 1080 \
    grt_pass1_wl_um 1840 \
    route.vias.total 300 \
    drive_gt1_share_pct 82.0 \
    fmax_mhz 885 \
    route.detailed.vias_per_inst 3.13 \
    synthesis.instances 20 \
    number_of_sequential_storage_elements 0 \
    num_rows 21 \
    finalSetupViolCount 12 \
    cp-start-kind "input pin" \
    data_arrival_time_at_the_worst_slack_endpoint_ns 0.93 \
    yosys-stat-cells 20 \
    clockBufferCount 0 \
    ir_drop_mv 0.170 \
    sequential_cell_area_um2 0 \
    post_cts_hold_buffer_count 0 \
    netlist_area_um2 277 \
    die_area_mm2 0.00640 \
    power_density_mw_per_mm2 328 \
    io_buffer_count 20 \
    area_growth_syn_to_layout_pct 134 \
    die_outline_width_um 80 \
    avgRoutedWirePerCell_um 11.2 \
    layout_worst_path_cycle_share_pct 113 \
    post_synth.cell_area_avg_um2 13.8 \
    cp_max_fo 4 \
    grt_util_all_layers_pct 3.51 \
    simple_gate_area_share_pct 83.7 \
    core-area_mm2 0.00342 \
    number_of_global_route_vias_before_repair 323 \
    n_fill_cell 391 \
    topCombFamilyByArea "simple AND/OR/NAND/NOR gates" \
]
through the flow:
stage	cells	worst slack, ns	instance area (µm²)	TNS, ns
final	96	-0.130	647	-0.993
after global routing	96	-0.187	647	-1.44
after CTS	94	-0.163	648	-0.706
after detailed placement	88	-0.820	584	-12.47
after global placement	88	-0.810	584	-12.44
after floorplan	20	0.255	277	0
path summary, 6_finish.rpt:
path,start,end,slack (ns),depth (start not counted)
worst max-delay path,d,o2,-0.13,5
worst min-delay path,b,o0,0.78,4
worst max-delay path, stage by stage:
cell	delay, ns
sky130_fd_sc_hd__buf_8	0.10
sky130_fd_sc_hd__buf_12	0.12
sky130_fd_sc_hd__buf_8	0.12
sky130_fd_sc_hd__nor4b_4	0.26
sky130_fd_sc_hd__buf_2	0.13
logic make-up after synthesis:
family                 after synthesis
buffers and inverters                4
and+or+nand+nor                     16
cell usage in the layout, fill, tap and decap left out:
cell | Yosys | layout
sky130_fd_sc_hd__and4_1 | 1 | 1
sky130_fd_sc_hd__and4b_1 | 4 | 4
sky130_fd_sc_hd__and4bb_1 | 4 | 4
sky130_fd_sc_hd__and4bb_2 | 2 | 2
sky130_fd_sc_hd__buf_12 | 0 | 4
sky130_fd_sc_hd__buf_16 | 0 | 1
sky130_fd_sc_hd__buf_2 | 0 | 15
sky130_fd_sc_hd__buf_4 | 0 | 3
sky130_fd_sc_hd__buf_6 | 4 | 3
sky130_fd_sc_hd__buf_8 | 0 | 7
sky130_fd_sc_hd__clkbuf_2 | 0 | 1
sky130_fd_sc_hd__nor4_4 | 0 | 1
sky130_fd_sc_hd__nor4b_4 | 4 | 4
layer usage:
metal | vias to the layer above | wire, µm | track usage, %
met4 | 0 | 0 | 0
met2 | 19 | 296 | 3.85
met3 | 0 | 146 | 1.70
li1 | 150 | - | -
met1 | 131 | 634 | 5.87
met5 | - | 0 | 0
layout make-up:
type	count	area [µm²]	area share [%]
Tap cell	46	57.6	8.90
Timing Repair Buffer	34	349	54.0
Multi-Input combinational cell	16	240	37.1
where the power goes:
group	switching [W]	internal [W]	leakage, nW
Sequential	0	0	0
Combinational	0.0000748	0.000138	0.315
Clock	0	0	0
Total	0.0000748	0.000138	0.315
timing repair:
item / in CTS / in global routing
gates cloned: 2 / 0
resized: 86 / 3
endpoints found under the setup margin: 16 / 12
setup buffers: 4 / 5
pin swaps: 8 / 9
No activity file was given, so power comes from the tool's default toggle rates.
